<file path="/design/flow/constraint.sdc">
current_design ProgCtr

set clk_period 5.4
set clk_io_pct 0.2

create_clock -name clk0 -period $clk_period [get_ports {Clk}]

set non_clock_inputs [all_inputs -no_clocks]
set_input_delay [expr $clk_period * $clk_io_pct] -clock clk0 $non_clock_inputs
set_output_delay [expr $clk_period * $clk_io_pct] -clock clk0 [all_outputs]
</file>
<file path="/design/flow/run.sh">
#!/bin/bash
# OpenROAD 26Q1-2900-gdf79404cd8, Yosys 0.63+post, stock flow scripts
make -C /OpenROAD-flow-scripts/flow DESIGN_CONFIG=/design/flow/config.mk WORK_HOME=/design/flow/orfs finish
</file>
<file path="/design/flow/design.v">
module ProgCtr (
  input                Reset,       
                       Clk,         
					             BranchEn,    
                       En,          
                       Source,      
  input        [7:0]   RegIn,       
  input        [10:0]   LUTin,       
  output logic [10:0]   ProgCtr      
  );
  always_ff @(posedge Clk) begin  
    if(Reset) begin  
      ProgCtr <= 0;	
    end else if (En) begin    
      if (BranchEn) begin        
        ProgCtr <= ProgCtr + (Source ? {3'b000, RegIn} : LUTin);  
      end else                   
        ProgCtr <= ProgCtr+'b1;    
    end else begin
      ProgCtr <= ProgCtr;        
    end
  end
endmodule
</file>
<file path="/design/flow/config.mk">
export PLATFORM = sky130hd
export DESIGN_NAME = ProgCtr
export DESIGN_NICKNAME = ProgCtr
export VERILOG_FILES = /design/flow/design.v
export SDC_FILE = /design/flow/constraint.sdc
export NUM_CORES = 4
export LEC_CHECK = 1
export CORE_AREA = 10 10 78 78
export DIE_AREA = 0 0 88 88
</file>
==> run summary <==
Latest figures from synthesis and place and route.

The final non-filler cell area is 0.00150 mm². The largest net degree at the start of global routing is 22. The final critical-path share of the clock period is 70.2%.

The top layer reached by signal wires is met3. The final design utilization is 33.9%. Per Yosys stat, the portion of area used by sequential elements is 20.4%.

According to the timing report, the arrival time at the worst endpoint equals 3920 ps. The detailed router placed 1039 vias in this run. The hold-fix buffer count after cts is 0.

The count of instantiated cells in the yosys netlist is 128. The peak supply drop is 0.145 mV. The count of buffers inserted at the top-level ports is 34.

In this run the number of H-tree levels came out at 1. Setup repair after global routing left no endpoint under its margin. After synthesis, the mean cell area works out to 8.43 µm². The post-route antenna net violation count is 0.

Clock tree synthesis selected as its root buffer the cell sky130_fd_sc_hd__clkbuf_8. Total power for the finished layout comes to 282 µW. The aggregate routed wire length is 2820 µm. The relative slew slack is 49.1%. The layout has 464 filler cells. The number of global-route vias before repair was 1006. Setup slack closes at 1610 ps. The placed wire-length estimate after detailed placement is 2210 µm. The cell sequence reported for the critical path is clkdlybuf4s50_1 > mux2i_1 > nand2_1 > ha_1 > inv_1 > fa_1 > nor2b_4 > o31ai_2 > a211oi_1 > nor4_2 > mux2_4. The run finished with clean final reports.

The Yosys warning count is 1. The flow reports that combinational logic draws 35.4% of the design power. The largest register by flop count is ProgCtr. The power per unit of standard cell area is 188 mW/mm². The part of the power in the clock network is 31.0%. The number of top-level design ports is 35.

The critical path's slowest stage uses the library cell sky130_fd_sc_hd__clkdlybuf4s50_1. Compared with the post-synthesis result, the final layout area differs by 38.7%. For this run, the number of standard cells in the final layout without fillers is 212. In this design, the stage delay of the slowest critical-path cell is 860 ps. The total clock sinks is 11.

The number of resized instances in the post-cts repair step is 0. The share of cells above drive strength 1 is 6.88%. The net switching fraction of the power is 29.4%. The report counts max-capacitance violations totalling 0.

The detailed-route vias per instance is 4.90. Note that the worst hold path type here is reg -> reg. Of all cell types, the one taking the most synthesized area is sky130_fd_sc_hd__dfxtp_1. In this run the horizontal extent of the chip is 88 µm. Max-slew check failures listed in the final report amount to 0. The area after detailed placement is 0.00145 mm². The time the final worst path needs with I/O delays and setup is 3790 ps. The overall overflow remaining after global route is 0.

For this run, the chip area from Yosys synthesis comes to 0.00108 mm². Wire segments on met2 add up to 1300 µm in the final route. The first global-routing pass estimated 4820 µm of wire. At the later pin of the worst-skew pair, clock insertion delay measures 240 ps. The highest net fanout along the worst path is 11. The maximum root-to-sink buffer count is 2. According to the timing report, the data required time at the worst endpoint equals 5530 ps. In the final layout, the registers with the most flip-flops are ProgCtr (11). Per the OpenROAD floorplan log, the height of the die is 88 µm. Of the total power, registers draw 33.6%. The end-of-flow timing check tallies setup violations at 0. The number of logged tool warnings is 25. The count of antenna diodes in the layout is 0. The buffers inserted during post-CTS setup optimization is 0. The final routed wire length divided by cell count is 13.3 µm.

The CTS clock-pin slew for the worst setup and hold paths is 60 ps. The met3 wire length is 207 µm. The post-synthesis instance area is 0.00108 mm².

The share of Yosys cell area claimed by the top area cell type is 20.4%. The register with the most flip-flops in the layout has 11 of them. Summed over all routing layers, the global router reports a total usage of 7.61%. The static leakage is 0.648 nW. STA classifies the critical path startpoint as an input pin. The worst setup path is of the in -> reg kind. In this run the standard cell core region covers 0.00441 mm². The row count is 24. The post-placement worst setup slack is 1320 ps. The switching power is 82.8 µW. The hold slack is 497 ps. The violation count after the first detailed-routing iteration is 44. Routability-driven placement finished with a final weighted congestion of 0.818.

The initial antenna violation count is 0. Per the cell usage report, the commonest logic cells after layout are sky130_fd_sc_hd__clkdlybuf4s50_1, sky130_fd_sc_hd__dfxtp_1, sky130_fd_sc_hd__a21oi_1. The count of cell types in the netlist is 40. The main area contributors are sky130_fd_sc_hd__dfxtp_1, sky130_fd_sc_hd__ha_1, sky130_fd_sc_hd__mux2i_1, sky130_fd_sc_hd__a21oi_1, sky130_fd_sc_hd__nor2b_1.

The highest clock rate this design can be run at is 264 MHz. The internal power of the cells totals 199 µW. The slew at the pin closest to its max-slew limit is 761 ps. TritonCTS built the clock tree. After detailed routing, the number of remaining DRC violations is 0. For this configuration, the core starts out at a cell density of 24.4%. The final number of hold-violating endpoints is 0. The cell count after placement is 208.

The die area is 0.00774 mm². Adding up every negative setup slack in the final design gives 0 ps. The post-synth register bit count is 11.

In the per-layer summary, the met1 wirelength comes to 1310 µm. Per the post-synthesis report, the number of cells in the design is 128. The number of detailed-route iterations in the first pass is 5. The TritonCTS buffer count is 3. The post-route clock skew is 1.62 ps. STA classifies the critical path endpoint as a flop. Counting only logic cells after layout, the most numerous master is sky130_fd_sc_hd__clkdlybuf4s50_1.
[critical path, delay by kind of cell]
family / cells / cell delay (ps)
AOI/OAI and AO/OA: 2 / 480
and+or+nand+nor: 3 / 400
adders and majority gates: 2 / 450
muxes: 2 / 580
buffers and inverters: 2 / 930
[kinds of logic (layout without fill, tap and decap cells)]
logic type	count (synthesis)	count (layout)	synth area share, %
mux	12	12	11.7
compound gates	35	35	22.7
buf+inv	13	45	5.45
xor+xnor	2	2	1.62
simple gates	44	44	24.6
flops	11	11	20.4
fa+ha+maj	11	11	13.5
[cells in the mapped netlist]
| cell type | number |
|---|---|
| sky130_fd_sc_hd__a21o_1 | 4 |
| sky130_fd_sc_hd__nor4_2 | 1 |
| sky130_fd_sc_hd__clkbuf_1 | 3 |
| sky130_fd_sc_hd__mux2_2 | 1 |
| sky130_fd_sc_hd__o21a_1 | 5 |
| sky130_fd_sc_hd__or4_1 | 2 |
| sky130_fd_sc_hd__a21oi_1 | 11 |
| sky130_fd_sc_hd__and2_1 | 1 |
| sky130_fd_sc_hd__a21oi_2 | 1 |
| sky130_fd_sc_hd__and3b_1 | 2 |
| sky130_fd_sc_hd__nand4_1 | 3 |
| sky130_fd_sc_hd__nor2_1 | 6 |
| sky130_fd_sc_hd__o311ai_1 | 1 |
| sky130_fd_sc_hd__a211oi_2 | 1 |
| sky130_fd_sc_hd__nor2b_4 | 1 |
| sky130_fd_sc_hd__nor3b_1 | 2 |
| sky130_fd_sc_hd__o21ai_0 | 4 |
| sky130_fd_sc_hd__o32ai_1 | 1 |
| sky130_fd_sc_hd__nand3_1 | 1 |
| sky130_fd_sc_hd__nand3b_1 | 2 |
| sky130_fd_sc_hd__o211a_1 | 1 |
| sky130_fd_sc_hd__nand2b_1 | 3 |
| sky130_fd_sc_hd__nand2_1 | 8 |
| sky130_fd_sc_hd__and3_2 | 1 |
| sky130_fd_sc_hd__dfxtp_1 | 11 |
| sky130_fd_sc_hd__a211o_1 | 1 |
| sky130_fd_sc_hd__ha_1 | 10 |
| sky130_fd_sc_hd__xnor2_1 | 2 |
| sky130_fd_sc_hd__mux2i_1 | 10 |
| sky130_fd_sc_hd__o311ai_0 | 2 |
| sky130_fd_sc_hd__and3_1 | 2 |
| sky130_fd_sc_hd__fa_1 | 1 |
| sky130_fd_sc_hd__o31ai_2 | 1 |
| sky130_fd_sc_hd__mux2_4 | 1 |
| sky130_fd_sc_hd__nor3_1 | 1 |
| sky130_fd_sc_hd__buf_6 | 1 |
| sky130_fd_sc_hd__inv_1 | 7 |
| sky130_fd_sc_hd__buf_2 | 2 |
| sky130_fd_sc_hd__nor2b_1 | 8 |
| sky130_fd_sc_hd__a211oi_1 | 2 |
[cell type report]
type	instances	area, µm²	area share [%]
Inverter	7	26.3	1.76
Clock buffer	4	45.0	3.01
Multi-Input combinational cell	104	800	53.4
Tap cell	52	65.1	4.35
Sequential cell	11	220	14.7
Timing Repair Buffer	34	340	22.7
[power by group through the flow]
stage	registers [mW]	logic, mW	clock network, mW
5_1_grt	0.0959	0.113	0.0946
4_1_cts	0.0948	0.101	0.0898
6_report	0.0945	0.0998	0.0873
[layer usage]
| layer | track usage [%] | up-vias |
|---|---|---|
| met5 | 0 | - |
| met4 | 0.290 | 0 |
| met3 | 2.90 | 0 |
| met2 | 12.2 | 22 |
| met1 | 10.0 | 479 |
| li1 | - | 538 |
[path summary, 6_finish.rpt]
kind              start  cells after the start  slack, ps          end
max reg2reg  ProgCtr[0]                      8       3270  ProgCtr[10]
max              Source                     11       1610  ProgCtr[10]
min reg2reg  ProgCtr[4]                      2        500   ProgCtr[4]
min          ProgCtr[4]                      2        500   ProgCtr[4]
No activity file was given, so power comes from the tool's default toggle rates.
