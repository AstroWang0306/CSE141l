File: run.sh
#!/bin/bash
# OpenROAD 26Q1-2900-gdf79404cd8, Yosys 0.63+post, stock flow scripts
make -C /OpenROAD-flow-scripts/flow DESIGN_CONFIG=/design/flow/config.mk WORK_HOME=/design/flow/orfs finish
File: config.mk
export PLATFORM = sky130hd
export DESIGN_NAME = DataMem
export DESIGN_NICKNAME = DataMem
export VERILOG_FILES = /design/flow/design.v
export SDC_FILE = /design/flow/constraint.sdc
export NUM_CORES = 4
export LEC_CHECK = 1
export CORE_UTILIZATION = 40
File: constraint.sdc
current_design DataMem

set clk_period 15.7
set clk_io_pct 0.2

create_clock -name clk0 -period $clk_period [get_ports {Clk}]

set non_clock_inputs [all_inputs -no_clocks]
set_input_delay [expr $clk_period * $clk_io_pct] -clock clk0 $non_clock_inputs
set_output_delay [expr $clk_period * $clk_io_pct] -clock clk0 [all_outputs]
File: design.v
module DataMem (
  input               Clk,
                      Reset,
                      WriteEn,
  input       [7:0]   ReadA,   
  input       [7:0]   ReadB, 
  input       [7:0]   DataIn,		     
  output logic[7:0]   DataOut);
  logic [7:0] Core[256];        
    assign DataOut = Core[ReadA];         
  always_ff @ (posedge Clk)
   if (Reset) begin		     
    if(WriteEn) begin
      Core[ReadA] <= DataIn;
	end	
   end
endmodule
==> flow_results.xml <==
<?xml version="1.0" encoding="UTF-8"?>
<metrics>
  <group name="global_route">
    <metric name="largest_net_degree_at_the_start_of_global_routing" unit="">101</metric>
    <metric name="first_global_vias" unit="">39700</metric>
    <metric name="grt_antenna_before_repair" unit="">3</metric>
    <metric name="grt_first_pass_wirelength" unit="µm">270000</metric>
    <metric name="grt.overflow.total" unit="">0</metric>
    <metric name="grtUsageTotal" unit="%">21.0</metric>
  </group>
  <group name="flow_run">
    <metric name="maxCapViolCount" unit="">0</metric>
    <metric name="warning_count" unit="">42</metric>
  </group>
  <group name="timing">
    <metric name="number_of_hold_violations_in_the_final_report" unit="">0</metric>
    <metric name="rsz0062_at_grt" unit="">no</metric>
    <metric name="hold_slack" unit="ns">2.72</metric>
    <metric name="finalCriticalPeriod" unit="ns">11.26</metric>
    <metric name="final-max-slew-violation-count" unit="">0</metric>
    <metric name="setup_viol" unit="">0</metric>
    <metric name="worst_slew_pin_slew" unit="ns">0.996</metric>
    <metric name="maxSlewHeadroom" unit="%">33.3</metric>
    <metric name="setup-tns-final" unit="ns">0</metric>
    <metric name="final.period_utilization" unit="%">71.7</metric>
    <metric name="fmax" unit="MHz">88.8</metric>
  </group>
  <group name="synthesis">
    <metric name="ys.flops" unit="">2048</metric>
    <metric name="ys.flop_type" unit="">sky130_fd_sc_hd__edfxtp_1</metric>
    <metric name="synthArstFlopShare" unit="%">0</metric>
    <metric name="ys_chip_area" unit="µm²">78100</metric>
    <metric name="ys_top_cells_by_count" unit="">2,048 x sky130_fd_sc_hd__edfxtp_1, 512 x sky130_fd_sc_hd__mux4_2, 259 x sky130_fd_sc_hd__nor2_1</metric>
    <metric name="synthTopCellsByArea" unit="">sky130_fd_sc_hd__edfxtp_1 79%, sky130_fd_sc_hd__mux4_2 15%, sky130_fd_sc_hd__a22oi_1 2.5%</metric>
    <metric name="synth-edff-count" unit="">2048</metric>
    <metric name="most_common_cell" unit="">sky130_fd_sc_hd__edfxtp_1</metric>
    <metric name="post_synthesis_cell_count" unit="">3517</metric>
    <metric name="ys_seq_share" unit="%">78.7</metric>
    <metric name="netlist_area" unit="µm²">78100</metric>
    <metric name="syn-mean-instance-area" unit="µm²">22.2</metric>
    <metric name="yosys_warnings" unit="">1</metric>
    <metric name="top_area_cell" unit="">sky130_fd_sc_hd__edfxtp_1</metric>
    <metric name="synthDistinctLibCells" unit="">21</metric>
    <metric name="yosys_cells" unit="">3517</metric>
    <metric name="top_cell_area_share" unit="%">78.7</metric>
  </group>
  <group name="clock_tree">
    <metric name="post-cts-setup-buffers" unit="">0</metric>
    <metric name="numClockSinks" unit="">2048</metric>
    <metric name="cts.path.max_buffers" unit="">3</metric>
    <metric name="cts_buffers" unit="">203</metric>
    <metric name="cts_resized" unit="">0</metric>
    <metric name="clk_pin_slew_worst_paths" unit="ns">0.06</metric>
    <metric name="post_cts_hold_buffer_count" unit="">0</metric>
    <metric name="root_buffer_selected_by_cts" unit="">sky130_fd_sc_hd__clkbuf_16</metric>
    <metric name="clock_tree_from_tritoncts" unit="">yes</metric>
    <metric name="htree_num_levels" unit="">4</metric>
  </group>
  <group name="route">
    <metric name="routed_wl" unit="µm">185000</metric>
    <metric name="detailroute.wirelength.met3" unit="µm">27200</metric>
    <metric name="detailed_route_drc_error_count" unit="">0</metric>
    <metric name="routed_length_on_met2" unit="µm">89200</metric>
    <metric name="detailedRoute.firstIterationViolations" unit="">2507</metric>
    <metric name="vias_per_cell" unit="">5.69</metric>
    <metric name="topRoutingLayerUsed" unit="">met5</metric>
    <metric name="avgRoutedWirePerCell" unit="µm">29.1</metric>
    <metric name="routed-via-count" unit="">36000</metric>
    <metric name="detailed_routing_iteration_count_for_the_pre_antenna_repair_pass" unit="">7</metric>
    <metric name="ant_nets" unit="">0</metric>
    <metric name="m1WireLength" unit="µm">62600</metric>
  </group>
  <group name="setup_path">
    <metric name="crit_path_start_kind" unit="">primary input</metric>
    <metric name="worst_setup_path_end_kind" unit="">primary output</metric>
    <metric name="setup.worst_path.class" unit="">primary input to primary output</metric>
    <metric name="critPathArrivalTime" unit="ns">8.12</metric>
    <metric name="data_required_time_of_the_critical_path" unit="ns">12.56</metric>
    <metric name="timing.critical_path.fanout_max" unit="">56</metric>
  </group>
  <group name="layout">
    <metric name="areaGrowthSynthToFinish" unit="%">12.6</metric>
    <metric name="final_cells" unit="">6335</metric>
    <metric name="number_of_flip_flops_in_the_largest_register" unit="">2048</metric>
    <metric name="reg_top3" unit="">Core: 2048 flops</metric>
    <metric name="drive_above_1_share" unit="%">24.2</metric>
    <metric name="postLayoutCellArea" unit="µm²">87900</metric>
    <metric name="final_util" unit="%">45.5</metric>
    <metric name="top_register" unit="">Core</metric>
  </group>
  <group name="place">
    <metric name="detailed_placement_hpwl" unit="µm">106000</metric>
    <metric name="numPortBuffers" unit="">26</metric>
    <metric name="placed_cells" unit="">5949</metric>
    <metric name="placed_cell_area" unit="µm²">81500</metric>
    <metric name="routabilityCongestion" unit="">0.845</metric>
  </group>
  <group name="floorplanning">
    <metric name="boundaryPins" unit="">35</metric>
    <metric name="fp_util" unit="%">40.4</metric>
    <metric name="fp.dieW" unit="µm">444</metric>
    <metric name="core" unit="µm²">193000</metric>
    <metric name="design.die.area" unit="µm²">197000</metric>
    <metric name="height_of_the_chip" unit="µm">444</metric>
    <metric name="rows" unit="">161</metric>
  </group>
  <group name="hold_path">
    <metric name="hold_class" unit="">primary input to flip-flop</metric>
  </group>
  <group name="power_and_ir_drop">
    <metric name="power_density_over_cell_area" unit="nW/µm²">126</metric>
    <metric name="worst_ir_drop_vdd" unit="V">0.0000945</metric>
    <metric name="cellLeakagePower" unit="nW">26.3</metric>
  </group>
  <group name="status">
    <metric name="run_status" unit="">complete, no violations</metric>
  </group>
</metrics>
## critical path, stage by stage
cell and delay [ns]:
sky130_fd_sc_hd__buf_8 0.49, sky130_fd_sc_hd__buf_4 0.64, sky130_fd_sc_hd__buf_4 0.60, sky130_fd_sc_hd__buf_4 0.65, sky130_fd_sc_hd__mux4_2 0.64, sky130_fd_sc_hd__a22oi_1 0.21, sky130_fd_sc_hd__a21oi_1 0.13, sky130_fd_sc_hd__o41ai_1 0.43
sky130_fd_sc_hd__buf_4 0.25, sky130_fd_sc_hd__nand4_1 0.27, sky130_fd_sc_hd__clkdlybuf4s50_1 0.53
## area by class of cell
| class | count | area, µm² |
|---|---|---|
| Antenna cell | 11 | 27.5 |
| Clock buffer | 249 | 5250 |
| Clock inverter | 126 | 1110 |
| Fill cell | 15600 | 105000 |
| Multi-Input combinational cell | 1244 | 15700 |
| Sequential cell | 2048 | 61500 |
| Tap cell | 2526 | 3160 |
| Timing Repair Buffer | 131 | 1190 |
## cell usage in the layout (no fill, tap or decap), types with 16 or more instances in the layout
cell and instances:
sky130_fd_sc_hd__clkbuf_16 203, sky130_fd_sc_hd__nand2_2 16, sky130_fd_sc_hd__clkinv_2 32, sky130_fd_sc_hd__buf_4 98, sky130_fd_sc_hd__o41ai_1 31, sky130_fd_sc_hd__clkinv_1 61
sky130_fd_sc_hd__clkbuf_1 46, sky130_fd_sc_hd__edfxtp_1 2048, sky130_fd_sc_hd__nor2_1 258, sky130_fd_sc_hd__a21oi_1 128, sky130_fd_sc_hd__clkdlybuf4s50_1 16, sky130_fd_sc_hd__mux4_2 512
sky130_fd_sc_hd__a22oi_1 256
## logic make-up (layout without fill, tap and decap cells)
kind of cell	count (synthesis)	after routing	synth area share (%)
flip-flops	2048	2048	78.7
AND/OR/NAND/NOR	316	316	1.60
buffers and inverters	225	506	1.28
AND-OR/OR-AND	416	416	3.64
multiplexers	512	512	14.8
other	0	11	0
## worst paths after layout
| kind | start | to | slack (ns) | cells past startpoint |
|---|---|---|---|---|
| worst max-delay path | ReadA[0] | DataOut[3] | 4.44 | 11 |
| worst min-delay path | DataIn[3] | Core[231][3]$_DFFE_PP_ | 2.72 | 1 |
## power breakdown
group          internal [mW]  total (mW)  switching, mW
Clock                   2.60        4.61           2.01
Combinational          0.170       0.485          0.315
Sequential              6.02        6.02        0.00130
## through the flow
| step | setup WS (ns) | total power, mW |
|---|---|---|
| floorplan | 7.60 | 6.40 |
| global placement | 4.33 | 6.62 |
| detailed placement | 4.29 | 6.63 |
| CTS | 4.28 | 11.2 |
| global route | 4.01 | 11.4 |
| finish | 4.44 | 11.1 |
## layer usage
metal / up-vias / global-route usage (%)
met5: - / 1.66
met3: 298 / 14.0
met2: 1806 / 30.9
met1: 18700 / 27.2
met4: 11 / 4.86
li1: 15200 / -
Power and IR drop assume default switching activity.
