==> /design/flow/design.v <==
module RegFile (		  
  input                Reset    ,
                       Clk      ,
                       WriteEn  ,
  input        [1:0]   RaddrA   ,				
                       RaddrB   ,
                       Waddr    ,
  input        [7:0]   DataIn   ,        
  output logic [7:0]   DataOutA ,
                       DataOutB
);
logic [7:0] Registers[4];
always_comb begin 
  DataOutA = Registers[RaddrA];	 
  DataOutB = Registers[RaddrB];	
end
always_ff @ (posedge Clk) begin
  if (Reset) begin
    Registers[0] <= 0;
    Registers[1] <= 0;
    Registers[2] <= 0;
    Registers[3] <= 0;
  end
  if (WriteEn) begin	           
    Registers[Waddr] <= DataIn; 
  end
end
endmodule
==> /design/flow/run.sh <==
#!/bin/bash
# OpenROAD 26Q1-2900-gdf79404cd8, Yosys 0.63+post, stock flow scripts
make -C /OpenROAD-flow-scripts/flow DESIGN_CONFIG=/design/flow/config.mk WORK_HOME=/design/flow/orfs finish
==> /design/flow/config.mk <==
export PLATFORM = sky130hd
export DESIGN_NAME = RegFile
export DESIGN_NICKNAME = RegFile
export VERILOG_FILES = /design/flow/design.v
export SDC_FILE = /design/flow/constraint.sdc
export NUM_CORES = 4
export LEC_CHECK = 1
export CORE_AREA = 10 10 108 108
export DIE_AREA = 0 0 118 118
==> /design/flow/constraint.sdc <==
current_design RegFile

set clk_period 1.7
set clk_io_pct 0.2

create_clock -name clk0 -period $clk_period [get_ports {Clk}]

set non_clock_inputs [all_inputs -no_clocks]
set_input_delay [expr $clk_period * $clk_io_pct] -clock clk0 $non_clock_inputs
set_output_delay [expr $clk_period * $clk_io_pct] -clock clk0 [all_outputs]
==> results.py <==
# Synthesis and PnR figures
metrics = {
    "yosys": {
        "syn-instance-count": 105,
        "yosysUniqueCellTypes": 11,
        "synth_warnings": 1,
        "flop_cell": "edfxtp_1",
        "yosys_cells": 105,
        "ys_seq_share": 0.608,
        "synth_area_leader_cell": "edfxtp_1",
        "ys_async_sr_fraction": 0,
        "top_cells_by_area": "edfxtp_1, mux4_2, nor2_1, nand2_1, o21bai_1",
        "syn_area_um2": 1580,
        "ys_top_cells_by_count": "edfxtp_1, nor2_1, mux4_2",
        "synth_flops": 32,
        "yosys.area.top_type_share": 0.608,
        "enable_flop_cells": 32,
        "syn_area_per_cell_um2": 15.1,
        "yosys_area_um2": 1580,
    },
    "cts": {
        "clk_pin_slew_ns": 0.06,
        "cts_tree": "done",
        "clock_sinks": 32,
        "cts_inserted_buffers": 5,
        "cts-root-buf": "clkbuf_8",
        "max-clock-path-buffers": 2,
        "h-tree-depth": 2,
    },
    "timing": {
        "hold_viol": 0,
        "min_period_ns": 1.64,
        "maxSlewViolCount": 0,
        "clock.fmax_ghz": 0.608,
        "rsz0062_at_grt": "false",
        "finalCritPeriodShare": 0.967,
        "finalSetupTns_ns": 0,
        "setup_viol": 0,
        "max_slew_margin": 0.895,
        "setup_ws_ns": 0.0559,
        "worst_slew_pin_slew_ns": 0.158,
    },
    "placement": {
        "io_buffer_count": 32,
        "place_area_um2": 2170,
        "pre_cts_ws_ns": -0.608,
        "placed_cells": 273,
        "hpwlAfterDp_um": 3090,
        "place_congestion": 0.766,
    },
    "die": {
        "rows": 35,
        "core_um2": 9280,
        "die_h_um": 118,
        "die_area_um2": 13900,
        "die_w_um": 118,
        "pin_count": 33,
        "initial_core_util": 0.170,
    },
    "cells_and_area": {
        "syn2layout_area_growth_pct": 40.0,
        "fin_area_um2": 2210,
        "reg_top3": "Registers (32)",
        "layout-drive-gt1-share": 0.382,
        "fillers": 991,
        "max_flop_register": "Registers",
        "ff_latch_area_um2": 961,
        "largest_register_ffs": 32,
        "stdcell_count": 286,
        "combGateArea_um2": 563,
    },
    "run": {
        "cap_violations": 0,
        "warnings": 25,
    },
    "critical_path": {
        "crit_chain": "buf_2 -> buf_12 -> buf_4 -> mux4_2 -> buf_2",
        "worst_path_max_delay_cell": "mux4_2",
        "crit_arrival_ns": 1.30,
        "crit_path_start_kind": "primary input",
        "crit_fanout": 7,
        "endpoint_kind": "output pin",
        "cp.required_ns": 1.36,
        "cp_slowest_stage_delay_ns": 0.49,
        "worst-setup-path-type": "in2out",
        "crit_top_cell": "buf_2",
    },
    "drt": {
        "wl_per_cell_um": 14.1,
        "drc": 0,
        "diodes": 0,
        "drtIter0Drc": 43,
        "drtPass1Iterations": 4,
        "vias": 1032,
        "drt-total-wl_um": 4030,
        "via_per_inst": 3.61,
        "ant_nets": 0,
    },
    "power": {
        "power.total_mw": 1.79,
        "p_leak_nw": 0.798,
        "vdd_drop_max_mv": 0.256,
        "p_per_area_nw_per_um2": 810,
    },
    "status": {
        "status": "complete, no violations",
    },
    "global_route": {
        "overflow": 0,
        "grt_pass1_vias": 1178,
        "grt_max_degree": 10,
        "track_usage": 0.0594,
        "grt_pass1_wl_um": 6410,
        "antenna_found_initial": 0,
    },
    "min_path": {
        "min_path_cells": 3,
        "hp-class": "in2reg",
    },
}
## final timing paths
check                 start                             to  slack (ns)
setup / recovery  RaddrA[0]                    DataOutA[5]        0.06
hold / removal    DataIn[4]  Registers[2][4]$_SDFFCE_PN0P_        0.81
## timing repair
action                     in CTS  in global routing
gates cloned                    0                  0
hold buffers                    0                  0
setup endpoints to repair      16                  8
setup buffers                   5                  0
resized                        57                  8
## cell type report
class | instances | area share
multi-input cells | 64 | 0.255
clock inverters | 1 | 0.00170
well taps | 129 | 0.0730
clock buffers | 7 | 0.0345
flip-flops and latches | 32 | 0.434
repair buffers | 52 | 0.200
inverters | 1 | 0.00170
## power breakdown
group | leakage [nW] | internal, mW | switching, mW
Combinational | 0.443 | 0.191 | 0.118
Sequential | 0.315 | 0.937 | 0.0283
Clock | 0.0399 | 0.284 | 0.234
Total | 0.798 | 1.41 | 0.381
## routing by layer
metal,track usage,share of wire,vias up
met5,0,0,-
met4,0.00696,0.0094,0
met3,0.0350,0.088,5
met2,0.0965,0.49,51
met1,0.0685,0.41,484
li1,-,-,492
## logic make-up after synthesis
kind of cell,synth area share
AND-OR/OR-AND,0.0190
buffers and inverters,0.0356
AND/OR/NAND/NOR,0.109
flip-flops,0.608
multiplexers,0.228
## placed cells by master (no fill, tap or decap)
master           Yosys  layout
edfxtp_1            32      32
nor2_1              32      32
mux4_2              16      16
buf_4                0      13
clkdlybuf4s50_1      0      12
buf_2                4      10
nand2_1              9       9
clkbuf_2             2       8
clkbuf_8             0       5
o21bai_1             4       4
buf_12               0       4
nand2b_1             2       2
clkbuf_1             0       2
dlygate4sd2_1        0       2
buf_6                2       2
inv_1                1       1
or2_2                1       1
clkinv_1             0       1
buf_8                0       1
## worst max-delay path, delay by kind of cell
kind / cells / cell delay [ns]
buf+inv: 4 / 0.47
mux: 1 / 0.49
## through the flow
stage | hold WS (ns) | utilization
floorplan | 0.603 | -
global placement | 1.09 | 0.234
detailed placement | 1.09 | 0.234
CTS | 0.810 | 0.243
global route | 0.836 | 0.238
finish | 0.810 | 0.238
Power figures rest on the tool's default switching activity, not on a simulated workload.
